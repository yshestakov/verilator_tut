==> flow/design.v <==
`default_nettype none
module pps2(i_clk, o_led);
    parameter CLOCK_RATE_HZ = 100;
    parameter N_BITS = $clog2(CLOCK_RATE_HZ)+5;
    parameter [N_BITS:0] INCREMENT = (1<<(N_BITS-1))/(CLOCK_RATE_HZ/4);
    input   wire i_clk;
    output  wire o_led;
    reg [N_BITS:0] counter;
    initial counter = 0;
    always  @(posedge i_clk)
        counter <= counter + INCREMENT;
    assign o_led = counter[N_BITS];
endmodule;
==> flow/run.sh <==
#!/bin/bash
# OpenROAD 26Q1-2900-gdf79404cd8, Yosys 0.63+post, stock flow scripts
make -C /OpenROAD-flow-scripts/flow DESIGN_CONFIG=/design/flow/config.mk WORK_HOME=/design/flow/orfs finish
==> flow/config.mk <==
export PLATFORM = sky130hd
export DESIGN_NAME = pps2
export DESIGN_NICKNAME = pps2
export VERILOG_FILES = /design/flow/design.v
export SDC_FILE = /design/flow/constraint.sdc
export NUM_CORES = 4
export LEC_CHECK = 1
export CORE_AREA = 10 10 70 70
export DIE_AREA = 0 0 80 80
export SYNTH_HDL_FRONTEND = slang
==> flow/constraint.sdc <==
current_design pps2

set clk_period 2.9
set clk_io_pct 0.2

create_clock -name clk0 -period $clk_period [get_ports {i_clk}]

set non_clock_inputs [all_inputs -no_clocks]
set_input_delay [expr $clk_period * $clk_io_pct] -clock clk0 $non_clock_inputs
set_output_delay [expr $clk_period * $clk_io_pct] -clock clk0 [all_outputs]
==> summary.txt <==
Cell Rows = 21
FILL cells = 391
Peak Freq = 0.603 GHz
Setup Crit Path Kind = flip-flop to primary output
Worst r2r src = counter[0]$_DFF_P_
Fin. max-slew vios = 0
Post-route cell area = 567 um2
Critical path data required time = 2.32 ns
Mapped Cells = 40
Starting DRT DRC Count = 7
Slew headroom = 0.871
Crit-path max FO = 2
Cycle use final = 0.572
Fin util = 0.166
Grt ovf = 0
Log Warnings = 25
Post-DP HPWL = 425 um
Setup-failing EPs final = 0
Ports = 2
GRT Overall Usage = 0.0210
Avg WL per Cell = 6.33 um
Die width = 80 um
Cts hold-fix bufs = 0
DIE HEIGHT = 80 um
Startpoint types = flip-flop
# resized after CTS = 0
Clock Path Buffers = 2
Crit path max-delay family = buffers and inverters
Worst vdd ir = 242 uV
Outcome = finished clean
Least-Margin Pin Slew = 0.194 ns
Share of cells above drive strength 1 = 0.200
Number of port buffers = 1
Worst hold path type = flip-flop to flip-flop
Most flops, register = counter
Clk sink count = 13
Number of antenna violations at the first check in global routing = 0
Crit path from = counter[12]$_DFF_P_
Yosys reg bits = 13
YS chip area = 473 um2
Dpl cell area = 541 um2
Area leader share = 0.550
Die Area = 6400 um2
Max incr delay on CP = 0.47 ns
Ys Warns = 0
Total vias in the final route = 275
Reg area = 260 um2
Gpl congestion = 0.759
CTS tree = done
Post-Route WL = 576 um
CP cell instances = clkdlybuf4s50_1
Top Registers = counter: 13 flops
Vias/cell = 3.02
TritonRoute pass-1 iters = 2
Mean Syn Cell Area = 11.8 um2
Crit end category = primary output
Leakage = 0.000243 uW
Antenna Violating Nets Remaining = 0
Total power = 285 uW
Crit-path slowest cell = clkdlybuf4s50_1
Comb area = 209 um2
Reg2reg setup slack = 1.51 ns
Setup bufs post-CTS = 0
Clk Latency, worst-skew pair = 0.27 ns
FF-to-FF path depth = 5
CTS clk-pin slew, worst paths = 0.08 ns
Post-Syn Area = 473 um2
Fp_density = 0.138
Worst R2R End = counter[10]$_DFF_P_
Tmin final = 1.66 ns
Final-report hold violation count = 0
Area growth syn-to-layout = 19.8%
CP Capture Point = o_led
Pwr per Cell Area = 502 nW/um2
Top cell type by total area after synthesis = dfxtp_1
Clock root buffer = clkbuf_4
Largest net degree at the start of global routing = 8
Max Clock Skew = 0.00524 ns
TritonCTS buffer count = 3
Seq/Total Area, Yosys = 0.550
Vias in the first global route = 277
Placeable Area = 3420 um2
RSZ-0062 raised after global routing = no
Max reg flops = 13
Critical path data arrival time = 1.08 ns
Setup total negative slack = 0 ns
Buffers & Inverters on Critical Path = 1
Diode count = 0
# H-tree levels = 1
Top cells, area = dfxtp_1 55%, xor2_1 15%, xnor2_1 5.6%, nor3b_2 5.3%, a21oi_2 3.7%
Worst hold slack = 0.420 ns
WP depth = 1
Global-route wire length before repair = 1100 um
Maxcap violations = 0
# DRC = 0
Ys cells = 40
Synth unique cells = 14
[synth_stat cells]
cell	number
nand2b_1	1
xnor2_1	3
dfxtp_1	13
nand2_1	2
nor3b_2	2
nor2_1	2
nand4_1	1
ha_1	1
inv_1	1
a21oi_2	2
a41o_2	1
a31o_2	1
nand3_1	2
xor2_1	8
[area by class of cell]
class	count	area share
flip-flops and latches	13	0.459
multi-input cells	26	0.369
well taps	46	0.102
clock buffers	4	0.0464
repair buffers	1	0.0177
inverters	1	0.00662
[through the flow]
stage                     worst slack (ns)  instances
after floorplan                       1.60         40
after global placement                1.52         87
after detailed placement              1.52         87
after CTS                             1.22         91
after global routing                  1.17         91
final                                 1.24         91
[routing by layer]
| metal | part of all wire | up-vias | routed length, um | global-route usage |
|---|---|---|---|---|
| li1 | - | 143 | - | - |
| met1 | 0.54 | 129 | 311 | 0.0272 |
| met2 | 0.39 | 3 | 227 | 0.0273 |
| met3 | 0.064 | 0 | 37 | 0.0159 |
| met4 | 0 | 0 | 0 | 0.00352 |
| met5 | 0 | - | 0 | 0 |
[cells in the final DEF (no fill, tap or decap), drive strengths merged]
cell            n
a31o            1
xnor2           3
nor2            2
nand2b          1
clkdlybuf4s50   1
nand3           2
nand4           1
ha              1
clkbuf          4
xor2            8
nor3b           2
a41o            1
inv             1
dfxtp          13
nand2           2
a21oi           2
[worst register-to-register path: stages (launching register included)]
cell and delay (ns):
dfxtp_1 0.34, ha_1 0.25, a31o_2 0.27, a21oi_2 0.21, nor3b_2 0.08, xor2_1 0.14
[how the worst min path moves through the flow]
| stage | from | end | slack (ns) | cells past startpoint |
|---|---|---|---|---|
| after CTS | counter[0]$_DFF_P_ | counter[0]$_DFF_P_ | 0.41 | 1 |
| after global routing | counter[0]$_DFF_P_ | counter[0]$_DFF_P_ | 0.45 | 1 |
| final | counter[0]$_DFF_P_ | counter[0]$_DFF_P_ | 0.42 | 1 |
[kinds of logic (layout without fill, tap and decap cells)]
kind of cell / after synthesis / count (layout) / share of synthesized area
adders and majority gates: 1 / 1 / 0.0265
xor gates and xnor gates: 11 / 11 / 0.204
DFF: 13 / 13 / 0.550
buffers and inverters: 1 / 6 / 0.00793
and+or+nand+nor: 10 / 10 / 0.132
AOI/OAI and AO/OA: 4 / 4 / 0.0794
[report_power, final]
group,switching (uW),internal [uW]
Combinational,0,0
Clock,53.1,53.2
Sequential,0,178
Total,53.1,231
Power is estimated from default activity; no workload was simulated.
