===== /design/flow/run.sh =====
#!/bin/bash
# OpenROAD 26Q1-2900-gdf79404cd8, Yosys 0.63+post, stock flow scripts
make -C /OpenROAD-flow-scripts/flow DESIGN_CONFIG=/design/flow/config.mk WORK_HOME=/design/flow/orfs finish

===== /design/flow/config.mk =====
export PLATFORM = sky130hd
export DESIGN_NAME = led_walker
export DESIGN_NICKNAME = led_walker
export VERILOG_FILES = /design/flow/design.v
export SDC_FILE = /design/flow/constraint.sdc
export NUM_CORES = 4
export LEC_CHECK = 1
export CORE_AREA = 10 10 100 100
export DIE_AREA = 0 0 110 110
export SYNTH_HDL_FRONTEND = slang

===== /design/flow/constraint.sdc =====
current_design led_walker

set clk_period 2.2
set clk_io_pct 0.2

create_clock -name clk0 -period $clk_period [get_ports {i_clk}]

set non_clock_inputs [all_inputs -no_clocks]
set_input_delay [expr $clk_period * $clk_io_pct] -clock clk0 $non_clock_inputs
set_output_delay [expr $clk_period * $clk_io_pct] -clock clk0 [all_outputs]

===== /design/flow/design.v =====
module led_walker(i_clk, o_led);
    input wire i_clk;
    output reg[7:0] o_led;
    reg [3:0] index; 
    wire      dir;  
    reg [7:0] wait_cnt;  
    reg       stb;  
    always @(posedge i_clk)
    begin
        if (wait_cnt == 0)
            wait_cnt <= 10-1;
        else
            wait_cnt <= wait_cnt - 1'b1;
    end
    always @(posedge i_clk)
    begin
        stb <= 1'b0;
        if (wait_cnt == 0)
            stb <= 1'b1;
    end
    always @(posedge i_clk)
        if (stb)
        begin
            if (index == 4'hE)
            begin
                o_led <= 1;
                index <= 1;
            end
            else
            begin
                index <= index + 1'b1;
                if (dir) 
                    o_led <= { 1'b0, o_led[7:1] } ;
                else
                    o_led <= { o_led[6:0], 1'b0 } ;
            end;
        end
    assign  dir = index[3];
    initial index = 4'h1;
    initial o_led = 8'h1;
    initial wait_cnt = 8'h0;
    initial stb = 0;
endmodule

==> run_results.csv <==
group,metric,value,unit
sta,whs,402,ps
sta,finalSetupViolCount,0,
clock_tree,cts_buffer_depth,2,
route,ant_nets,0,
worst_setup_path,end_kind,"output pin",
worst_setup_path,cp.arrival,1110,ps
synth,ys_ff,21,
worst_setup_path,slowest_stage,"clkdlybuf4s50_1",
synth,synthTopCellsByCount,"edfxtp_1, nor2_1, dfxtp_1, mux2i_1",
worst_setup_path,reg2reg_slack,750,ps
worst_setup_path,worstPathRequired,1760,ps
run_status,status,"finished clean",
synth,netlist_area,911,µm²
route,vias_per_cell,2.95,
synth,top_area_cell,"edfxtp_1",
synth,flop_cell,"edfxtp_1",
placement,place_congestion,0.732,
synth,synthCells,81,
global_route,grt_pass1_vias,569,
sta,finalWorstSetupSlack,646,ps
die,die_h,110,µm
clock_tree,cts_htree_levels,1,
run,drv_cap,0,
hold_path,hold_path.class,"reg2reg",
sta,finalCriticalPeriod,1550,ps
sta,relSlewSlack,63.9,%
placement,port_buffers,8,
finish,final_area,1160,µm²
clock_tree,ctsResizeCount,0,
synth,edf_count,12,
route,routed_wl,1400,µm
clock_tree,numCtsBuffers,3,
synth,yosysUniqueCellTypes,23,
route,n_antenna_cell,0,
synth,yosysChipArea,911,µm²
route,drc,0,
power_and_ir_drop,power_leakage,0.367,nW
worst_setup_path,max_stage_delay,490,ps
clock_tree,clk_latency,250,ps
placement,dpl_cell_area,1110,µm²
die,num_rows,32,
sta,fin_crit_sh,70.6,%
global_route,antenna_found_initial,0,
run,warning_count,26,
worst_setup_path,critical-path-top-delay-family,"buffers and inverters",
sta,fmax,643,MHz
die,fp.coreArea,7810,µm²
power_and_ir_drop,switching_share,18.4,%
route,drt_pass1_iterations,4,
power_and_ir_drop,power_density,567,nW/µm²
finish,final-instance-count-excl-fill,193,
route,vias,569,
sta,hold_viol,0,
global_route,grt_max_degree,13,
synth,synth_seq_share,59.3,%
route,wl_per_cell,7.23,µm
sta,fin_worst_skew,1.15,ps
global_route,grt_pass1_wl,2420,µm
synth,yosysTopAreaCellShare,39.6,%
synth,yosys_warnings,0,
worst_setup_path,crit_buf_inv,1,
synth,synthTopCellsByArea,"edfxtp_1, dfxtp_1, mux2i_1",
worst_setup_path,cp_cell_sequence,"clkdlybuf4s50_1",
synth,synth.most_common_cell,"edfxtp_1",
synth,ys_cells,81,
clock_tree,post_cts_buffers,0,
power_and_ir_drop,seqPwrFrac,62.4,%
route,drtIter0Drc,17,
placement,dp_hpwl,1020,µm
clock_tree,holdBufCountCts,0,
power_and_ir_drop,p_int,0.536,mW
finish,area_growth,27.1,%
die,die_area,12100,µm²
placement,dp_slack,749,ps
finish,filler_cell_count,870,
worst_setup_path,critPathMaxFanout,3,
die,fp_util,11.7,%
die,fp.dieW,110,µm
finish,layout-drive-gt1-share,7.69,%
finish,final_util,14.8,%
clock_tree,path_clk_slew,70,ps
power_and_ir_drop,clkPwrFrac,37.6,%
clock_tree,cts-root-buf,"clkbuf_8",
sta,tns,0,ps
power_and_ir_drop,power_frac_comb,0,%
worst_setup_path,critPathLaunchType,"flip-flop",
clock_tree,cts_tree,"yes",
clock_tree,cts.sinks,21,
synth,postSynthAreaPerCell,11.2,µm²
sta,final_max_slew_viol_count,0,
global_route,track_usage,2.32,%
power_and_ir_drop,vdd_drop_max,0.000165,V
power_and_ir_drop,power.switching,0.121,mW
synth,synthArstFlopShare,0,%
sta,rsz0062_at_grt,"no",
sta,worst-slew-pin-transition,540,ps
global_route,gr-total-overflow,0,
power_and_ir_drop,total_power,0.657,mW
die,ios,9,
worst_setup_path,worstSetupPathType,"reg2out",
placement,dpl.cell_count,189,
[placed cells by master, fill, tap and decap left out, drive strengths merged]
master,count
edfxtp,12
nor2,11
dfxtp,9
clkdlybuf4s50,8
mux2i,7
inv,6
nand2,6
o21ai,5
nand2b,4
nor3,3
ha,3
clkbuf,3
or4,2
xnor2,2
or3,1
nor4b,1
and3,1
a21o,1
nor3b,1
nor2b,1
nand3,1
a21oi,1
mux2,1
clkinv,1
[metal layers]
metal  track usage [%]  wire length (µm)  vias to the layer above
met5                 0                 0                        -
met4             0.372                 3                        0
met3             0.646               108                        2
met2              3.60               576                        9
met1              3.22               706                      260
li1                  -                 -                      298
[kinds of logic (layout without fill, tap and decap cells)]
logic type,after synthesis,after routing,synth area share (%)
fa+ha+maj,3,3,4.12
flops,21,21,59.3
simple gates,32,32,18.3
mux,8,8,8.93
compound gates,7,7,4.12
xor+xnor,2,2,1.92
buf+inv,8,18,3.30
[registers in the layout (all words and copies together) (netlist names)]
name / cells
o_led: 8
wait_cnt: 8
index: 4
stb: 1
[path summary, 6_finish.rpt]
kind,endpoint,cells past startpoint,startpoint
max,o_led[1],1,o_led[1]
min,wait_cnt[0],1,wait_cnt[0]
max reg2reg,o_led[6],4,index[0]
min reg2reg,wait_cnt[0],1,wait_cnt[0]
[cell type report]
type | count | area [µm²] | share of cell area [%]
clock buffers | 3 | 41.3 | 3.57
well taps | 102 | 128 | 11.0
inverters | 6 | 22.5 | 1.95
clock inverters | 1 | 5.00 | 0.432
multi-input cells | 52 | 340 | 29.4
flip-flops and latches | 21 | 541 | 46.7
repair buffers | 8 | 80.1 | 6.92
[power by group through the flow]
| stage | logic, mW | registers (mW) | clock network, mW |
|---|---|---|---|
| after CTS | 0.000000130 | 0.410 | 0.259 |
| after global routing | 0.000000130 | 0.410 | 0.276 |
| final | 0.000000130 | 0.410 | 0.247 |
