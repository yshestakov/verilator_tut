==> design/flow/design.v <==
`default_nettype none
module pps1(i_clk, o_led);
    parameter CLOCK_RATE_HZ = 100;
    input   wire i_clk;
    output  reg  o_led;
    reg [$clog2(CLOCK_RATE_HZ):0] counter;
    initial counter = 0;
    always  @(posedge i_clk)
        if (counter >= CLOCK_RATE_HZ/2-1)
        begin
            counter <= 0;
            o_led <= !o_led;
        end
        else
            counter <= counter + 1'b1;
endmodule;
==> design/flow/run.sh <==
#!/bin/bash
# OpenROAD 26Q1-2900-gdf79404cd8, Yosys 0.63+post, stock flow scripts
make -C /OpenROAD-flow-scripts/flow DESIGN_CONFIG=/design/flow/config.mk WORK_HOME=/design/flow/orfs finish
==> design/flow/config.mk <==
export PLATFORM = sky130hd
export DESIGN_NAME = pps1
export DESIGN_NICKNAME = pps1
export VERILOG_FILES = /design/flow/design.v
export SDC_FILE = /design/flow/constraint.sdc
export NUM_CORES = 4
export LEC_CHECK = 1
export CORE_AREA = 10 10 70 70
export DIE_AREA = 0 0 80 80
export SYNTH_HDL_FRONTEND = slang
==> design/flow/constraint.sdc <==
current_design pps1

set clk_period 1.9
set clk_io_pct 0.2

create_clock -name clk0 -period $clk_period [get_ports {i_clk}]

set non_clock_inputs [all_inputs -no_clocks]
set_input_delay [expr $clk_period * $clk_io_pct] -clock clk0 $non_clock_inputs
set_output_delay [expr $clk_period * $clk_io_pct] -clock clk0 [all_outputs]
==> flow_summary.toml <==
# implementation run metrics
[pwr]
p_switching_uw = 75.9
p_leak_uw = 0.000164
p_seq_frac = 0.557
powerDensity_mw_per_mm2 = 842
p_comb_frac = 0.042
irDropWorstVdd_v = 0.000358
clkPwrFrac = 0.401
power.share.switching = 0.208
p_int_uw = 289

[clock_tree]
cts_setup_buffers = 0
clock_sinks = 9
clockBufferDepth = 2
htreeDepth = 1
root_buffer = "clkbuf_4"
clk_pin_slew_ps = 60
clock_latency_ps = 260
cts_tree = "yes"
holdBufCountCts = 0
cts_buffers = 3
cts_resized = 0

[synthesis]
synth.cell_area_um2 = 335
yosys_area_um2 = 335
fa_ha_area_frac = 0.112
syn_avg_cell_area_um2 = 10.8
xor_share = 0.0784
synthMuxAreaShare = 0
syn_inst = 31
yosysUniqueCellTypes = 13
numSynthFlops = 9
yosys.stat.seqShare = 0.567
synthAoiAreaFrac = 0.0522
yosys_cells = 31
synth_warnings = 0
yosys.area_share.simple = 0.134
logic_family = "simple AND/OR/NAND/NOR gates"

[routing]
drc = 0
routed_wl_um = 493
vias_per_cell = 2.43
routed-wl-met3_um = 69
first_pass_iters = 1
drtIter0Drc = 0
dr_wl_met2_um = 161
wirelength_met1_um = 259
dr.max_layer_used = "met4"
wire_per_inst_um = 5.94
diodes = 0
drtAntennaViolNets = 0
vias = 202

[global_route]
grt_max_degree = 8
antenna_found_initial = 0
grt_pass1_vias = 206
grt_first_pass_wirelength_um = 869
overflow = 0
grt_usage = 0.0175

[critical_path]
worstPathMaxFanout = 7
reg2reg_from = "counter[1]$_SDFF_PP0_"
r2r_setup_slack_ps = 120
critPathArrivalTime_ps = 1780
critPathRequiredTime_ps = 1900
critPathKind = "reg -> reg"
timing.rr.end = "o_led$_DFFE_PP_"
rr_worst_depth = 4
cp-end-kind = "flop"
start_kind = "flop"

[run]
cap_violations = 0
tool_warnings = 27

[min_path]
hp-class = "reg -> reg"
worstHoldStart = "counter[5]$_SDFF_PP0_"
hold_path_depth = 2
hold-path-endpoint = "counter[5]$_SDFF_PP0_"

[final_layout]
fin_area_um2 = 433
final_util = 0.127
drive_above_1_share = 0.135
synthToLayoutAreaGrowth_pct = 29.1

[placement]
place_congestion = 0.717
io_buffer_count = 1
pre_cts_ws_ps = 139
dp_hpwl_um = 345
dpl_cell_area_um2 = 407

[die]
chip_area_mm2 = 0.00640
io_pins = 2
core-area_mm2 = 0.00342
die_y_um = 80
die_x_um = 80
fp-utilization = 0.0982
std_cell_rows = 21

[sta]
tns_ps = 0
finalSetupViolations = 0
fin_crit_ps = 1780
hold_viol_final = 0
fmax_ghz = 0.563
rsz0062_at_grt = "no"
period_used_share = 0.936
setup_slack_ps = 122
holdWs_ps = 491
skew_ps = 0.624
slew_violations = 0

[outcome]
status = "complete, no violations"
registers in the layout (all words and copies together), names as in the netlist:
register and flops:
o_led 1, counter 8
layout make-up:
| cell class | instances | area [um2] |
|---|---|---|
| sequential | 9 | 190 |
| multi-input combinational | 19 | 134 |
| tap | 46 | 57.6 |
| clock buffer | 4 | 26.3 |
| inverter | 4 | 15.0 |
| timing repair buffer | 1 | 10.0 |
| fill | 400 | 2980 |
power groups by stage:
stage     clock, uW  combinational [uW]  sequential [uW]
4_1_cts         151                16.0              203
5_1_grt         164                18.4              204
6_report        146                15.4              203
layout by cell type (no fill, tap or decap), types with 2 or more instances in the layout:
cell	count
dfxtp_1	8
nor2_1	6
inv_1	4
ha_1	3
clkbuf_4	3
xnor2_1	2
conb_1	2
synth_stat cells, drive strengths merged:
master / instances / area [um2]
xnor2: 2 / 17.5
dfxtp: 8 / 160
edfxtp: 1 / 30.0
a311o: 1 / 11.3
nand3: 1 / 5.00
xor2: 1 / 8.76
ha: 3 / 37.5
a31oi: 1 / 6.26
and3: 1 / 7.51
nor2: 6 / 22.5
or4b: 1 / 10.0
inv: 4 / 15.0
conb: 1 / 3.75
worst max-delay path by stage:
stage | start | to | slack, ps | cells after the start
after CTS | counter[1]$_SDFF_PP0_ | o_led$_DFFE_PP_ | 120 | 4
after global routing | counter[1]$_SDFF_PP0_ | o_led$_DFFE_PP_ | 30 | 4
final | counter[1]$_SDFF_PP0_ | o_led$_DFFE_PP_ | 120 | 4
routing by layer:
layer	global-route usage	vias to the layer above
met1	0.0209	86
met5	0	-
met2	0.0209	5
met4	0.00176	0
met3	0.0193	2
li1	-	109
worst max-delay path, stage by stage, from the launching register on:
cell	delay (ps)
dfxtp_1	350
inv_1	70
ha_1	160
or4b_1	460
a311o_2	470
logic make-up after synthesis:
group,Yosys count
other,1
AND/OR/NAND/NOR,9
buffers and inverters,4
XOR/XNOR,3
AND-OR/OR-AND,2
flip-flops,9
adder cells (fa/ha/maj),3
per-stage QoR:
stage | total power (uW) | cells
2_1_floorplan | 215 | 32
3_3_place_gp | 222 | 79
3_5_place_dp | 223 | 79
4_1_cts | 370 | 83
5_1_grt | 387 | 83
6_report | 365 | 83
Power figures rest on the tool's default switching activity, not on a simulated workload.
